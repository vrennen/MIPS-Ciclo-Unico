## ./config.mk

```make
export PLATFORM = sky130hd
export DESIGN_NAME = Registradores
export DESIGN_NICKNAME = Registradores
export VERILOG_FILES = /design/flow/design.v
export SDC_FILE = /design/flow/constraint.sdc
export NUM_CORES = 4
export LEC_CHECK = 1
export CORE_UTILIZATION = 30
```

## ./constraint.sdc

```tcl
current_design Registradores

set clk_period 6.0
set clk_io_pct 0.2

create_clock -name clk0 -period $clk_period [get_ports {clock}]

set non_clock_inputs [all_inputs -no_clocks]
set_input_delay [expr $clk_period * $clk_io_pct] -clock clk0 $non_clock_inputs
set_output_delay [expr $clk_period * $clk_io_pct] -clock clk0 [all_outputs]
```

## ./design.v

```verilog
module Registradores(
    input wire [4:0] ReadRegister1,   
    input wire [4:0] ReadRegister2,   
    input wire [4:0] WriteRegister,   
    input wire [31:0] WriteData,      
    input wire RegWrite,              
    input wire clock,                 
    output wire [31:0] ReadData1,     
    output wire [31:0] ReadData2      
);
    reg [31:0] registers [31:0];
    integer i;
    initial begin
        for (i = 0; i < 32; i = i + 1) begin
            registers[i] = 32'b0;   
        end
    end
    assign ReadData1 = registers[ReadRegister1];
    assign ReadData2 = registers[ReadRegister2];
    always @(posedge clock) begin
        if (RegWrite && WriteRegister != 5'b0) begin
            registers[WriteRegister] <= WriteData;   
        end
    end
endmodule
```

## ./run.sh

```bash
#!/bin/bash
# OpenROAD 26Q1-2900-gdf79404cd8, Yosys 0.63+post, stock flow scripts
make -C /OpenROAD-flow-scripts/flow DESIGN_CONFIG=/design/flow/config.mk WORK_HOME=/design/flow/orfs finish
```

==> impl_results.rst <==
Run summary
-----------

.. list-table::
   :header-rows: 1

   * - Metric
     - Value
   * - Run status
     - completed
   * - Final Max Tran Viols
     - 0
   * - Yosys stat chip area
     - 48,800 um2
   * - Top area cell types
     - edfxtp_1 63%, mux2i_1 21%, a22oi_1 3.0%
   * - Highest-count cells in the layout ignoring fill and taps
     - 1,024 x mux2i_1, 1,024 x edfxtp_1, 194 x nand3_1
   * - Worst setup EP type
     - output port
   * - Area leader, netlist
     - edfxtp_1
   * - Final total power
     - 15.7 mW
   * - Initial Utilization
     - 30.3%
   * - Biggest regs
     - registers: 1024 flops
   * - Core region area
     - 161,000 um2
   * - Total of max-cap violations
     - 0
   * - Horizontal die dimension
     - 405 um
   * - Average instance area after synthesis
     - 14.4 um2
   * - Ys flops
     - 1,024
   * - Detail Placement HPWL
     - 87.0 mm
   * - Critical Setup Path Class
     - in2out
   * - Post-CTS Hold Fix Bufs
     - 0
   * - Post-layout min period
     - 5.42 ns
   * - Arr. time, crit path
     - 4.22 ns
   * - Static leakage
     - 20.5 nW
   * - Count of port buffers added during placement
     - 112
   * - Largest register FFs
     - 1,024
   * - Site row count
     - 147
   * - RSZ-0062 raised after global routing
     - false
   * - H-Tree Level Count
     - 3
   * - Number of global-route vias before repair
     - 31,700
   * - Layout cells sized above 1
     - 9.90%
   * - Average vias per placed instance
     - 5.31
   * - First DRT Iteration DRCs
     - 2,031
   * - Reg area
     - 30,700 um2
   * - Vert. Die Dim
     - 405 um
   * - Proportion of netlist area held by the largest area contributor
     - 63.1%
   * - Least-Margin Pin Slew
     - 0.949 ns
   * - Pin count of the biggest net entering global routing
     - 78
   * - TritonCTS clock tree
     - yes
   * - Reg with most FFs
     - registers
   * - WHS Path Cells
     - 2
   * - Highest attainable clock frequency
     - 185 MHz
   * - Number of cells on the critical path
     - 8
   * - Mapped Cells
     - 3,386
   * - Worst slack after detailed placement
     - 0.582 ns
   * - Mapped cell area
     - 48,800 um2
   * - Yosys warning count
     - 1
   * - Final worst setup slack
     - 0.580 ns
   * - Worst max-slew margin expressed relative to the limit
     - 36.6%
   * - Global-route wire length before repair
     - 217 mm
   * - Critical path data required time
     - 4.80 ns
   * - Sum Neg Setup Slack
     - 0 ns
   * - RD Place Congestion
     - 0.871
   * - Largest delay share family, worst path
     - buffers and inverters
   * - Hold Worst Slack
     - 1.31 ns
   * - Via count of the routed design
     - 30,700
   * - Sort of element at the start of the critical path
     - input port
   * - Number of setup violations in the final report
     - 0
   * - Top fanout value on the critical path
     - 37
   * - Buffering stage count on the worst path with inverters included
     - 3
   * - Maximum number of buffers from clock root to sink
     - 3
   * - Sequential fraction of the synthesis area
     - 63.1%
   * - CTS root buf
     - clkbuf_16
   * - Most frequent cell on the critical path
     - clkdlybuf4s50_1
   * - Total CTS buffers
     - 101
   * - Post-route design area
     - 56,400 um2
   * - I/O pin count
     - 113
   * - Final Hold Violating Endpoints
     - 0
   * - Final clock period utilization by the worst path
     - 90.3%
   * - Antenna violations before repair
     - 11
   * - Post-CTS setup buffer count
     - 0
   * - Clock-pin slew reported for the worst setup and hold paths after clock tree synthesis
     - 0.06 ns
   * - Post-detailed-route DRC marker count
     - 0
   * - Syn-to-layout area delta
     - 15.6%
   * - Overflow left after global routing
     - 0
   * - Cell count listed in synth_stat.txt
     - 3,386
   * - Largest incremental delay on the critical path
     - 0.77 ns
   * - Global Route Usage Sum
     - 19.4%
   * - Placed Instance Area
     - 53,200 um2
   * - Crit-path slowest cell
     - clkdlybuf4s50_1
   * - Post-Route WL
     - 152 mm
   * - Worst voltage drop across the vdd grid
     - 0.000211 V
   * - TritonCTS Sinks
     - 1,024
   * - Remaining number of nets flagged by the antenna check after routing
     - 0
   * - Post-cts repair resize count
     - 0
   * - Number of filler instances in the final layout
     - 15,100
   * - Wire length per cell
     - 26.3 um
   * - Area occupied by multi-input gates
     - 16,900 um2
   * - Power density of the placed cells
     - 279 nW/um2
   * - Cell Chain, Critical Path
     - clkdlybuf4s50_1, and2_4, buf_4, a22o_1, nor3_1, a31oi_1, nand3_1, clkdlybuf4s50_1
   * - Path class of the lowest-slack min-delay path
     - in2reg
   * - OpenROAD warnings
     - 26
   * - Distinct cell type count of the synthesized netlist
     - 24
   * - Number of iterations in the first detailed-routing pass
     - 5
   * - Area enclosed by the die boundary
     - 164,000 um2
==> through the flow <==
stage | std cells | util [%]
global placement | 5603 | 33.0
floorplan | 3417 | -
global route | 5786 | 35.0
detailed placement | 5603 | 33.0
CTS | 5785 | 35.0
finish | 5786 | 35.0
==> Yosys cell counts <==
| master | number |
|---|---|
| a21oi_1 | 192 |
| a22o_1 | 128 |
| a22oi_1 | 192 |
| a31oi_1 | 64 |
| and2_1 | 2 |
| buf_1 | 11 |
| buf_2 | 62 |
| buf_4 | 57 |
| buf_6 | 37 |
| clkbuf_1 | 82 |
| clkbuf_4 | 4 |
| conb_1 | 1 |
| edfxtp_1 | 1024 |
| mux2i_1 | 1024 |
| nand2_1 | 195 |
| nand2b_1 | 4 |
| nand3_1 | 194 |
| nand3b_1 | 5 |
| nor2_1 | 34 |
| nor2b_1 | 4 |
| nor3_1 | 64 |
| or2_2 | 2 |
| or3_1 | 1 |
| or3b_2 | 3 |
==> path summary, 6_finish.rpt <==
path | from | to | slack, ns
worst max-delay path | ReadRegister2[0] | ReadData2[0] | 0.58
worst min-delay path | WriteData[17] | registers[24][17] | 1.31
==> routing by layer <==
metal  global-route usage, %  vias to the layer above  share of wire [%]
met4                    5.04                       22                3.2
met3                    13.0                      292                 15
li1                        -                    13700                  -
met2                    29.0                     1673                 45
met1                    23.3                    15100                 36
met5                   0.714                        -               0.19
==> report_power, final <==
| group | total (mW) | switching [mW] | internal, mW |
|---|---|---|---|
| logic | 1.51 | 0.919 | 0.590 |
| clock network | 6.21 | 2.75 | 3.46 |
| registers | 8.02 | 0.0402 | 7.98 |
==> cells by family (layout without fill, tap and decap cells) <==
logic type	Yosys count	count (layout)	synth area share [%]
mux	1024	1024	21.0
simple gates	508	508	4.71
buf+inv	253	461	3.15
compound gates	576	576	8.05
flops	1024	1024	63.1
other cells	1	33	0.00769
==> area by class of cell <==
| cell class | count | share of cell area (%) |
|---|---|---|
| diodes | 1 | 0.00444 |
| clock inverters | 59 | 1.05 |
| clock buffers | 123 | 4.63 |
| repair buffers | 279 | 5.03 |
| multi-input cells | 2140 | 30.0 |
| flip-flops and latches | 1024 | 54.5 |
| well taps | 2160 | 4.79 |
No activity file was given, so power comes from the tool's default toggle rates.
